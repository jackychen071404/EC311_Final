--- flow/design.v ---
`timescale 1ns / 1ps
module Clock_divider(
    input in_clk,       
    output reg out_clk  
);
	reg[32:0] count;
    parameter DIVISOR = 33'd10000;  
	initial begin
	   count = 33'd0;
	end
	always @(negedge in_clk)
	begin
		count <= count + 33'd1;
		if(count >= (DIVISOR-1))
            count <= 33'd0;
		out_clk <= (count<DIVISOR/2)?1'b1:1'b0;
	end
endmodule
--- flow/run.sh ---
#!/bin/bash
# OpenROAD 26Q1-2900-gdf79404cd8, Yosys 0.63+post, stock flow scripts
make -C /OpenROAD-flow-scripts/flow DESIGN_CONFIG=/design/flow/config.mk WORK_HOME=/design/flow/orfs finish
--- flow/config.mk ---
export PLATFORM = sky130hd
export DESIGN_NAME = Clock_divider
export DESIGN_NICKNAME = Clock_divider
export VERILOG_FILES = /design/flow/design.v
export SDC_FILE = /design/flow/constraint.sdc
export NUM_CORES = 4
export LEC_CHECK = 1
export CORE_UTILIZATION = 30
--- flow/constraint.sdc ---
current_design Clock_divider

set clk_period 2.4
set clk_io_pct 0.2

create_clock -name clk0 -period $clk_period [get_ports {in_clk}]

set non_clock_inputs [all_inputs -no_clocks]
set_input_delay [expr $clk_period * $clk_io_pct] -clock clk0 $non_clock_inputs
set_output_delay [expr $clk_period * $clk_io_pct] -clock clk0 [all_outputs]
==> run_results.csv <==
group,metric,value,unit
run_status,status,"finished, violations left",
run_status,violations,"negative setup slack",
worst_setup_path,critPathCaptureType,"output port",
logic_synthesis,area_leaders,"dfxtp_1 (53%), nor4_2 (11%), xnor2_1 (6.1%)",
placement,portBuffers,1,
routing,totalWireLength,2170,um
logic_synthesis,top_area_cell,"dfxtp_1",
final_layout,lay_top_count,"inv_1",
logic_synthesis,dominantRegCellSynth,"dfxtp_1",
job,tool_warnings,61,
logic_synthesis,syn_area,1280,um2
clock_tree,cts_max_path_buffers,2,
logic_synthesis,top_area_share,53.0,%
floorplanning,fp_util,31.7,%
routing,drc,0,
final_timing,drv_slew,0,
floorplanning,dieArea,4550,um2
floorplanning,die_y,67.4,um
floorplanning,core,4060,um2
worst_setup_path,crit_type,"reg2out",
grt,first_global_vias,1017,
worst_setup_path,arrival,1.93,ns
logic_synthesis,ys_async_sr_fraction,0,%
routing,vias_per_cell,4.43,
logic_synthesis,edf_count,0,
clock_tree,post_cts_buffers,0,
worst_setup_path,path_buffers,1,
worst_setup_path,startpoint_type,"register",
job,drv_cap,0,
clock_tree,holdBufCountCts,0,
clock_tree,cts_made_buffers,5,
routing,num_vias,979,
floorplanning,die_w,67.4,um
placement,gp_congestion,0.842,
clock_tree,ctsRootBufferMaster,"clkbuf_8",
final_layout,drive_gt1_share,16.4,%
clock_tree,clk_latency,0.35,ns
final_layout,nFillCells,375,
grt,antenna_found_initial,0,
pwr,p_leak,0.000660,uW
logic_synthesis,numSynthFlops,34,
logic_synthesis,ys.warnings.count,1,
final_timing,tightestPinTransition,0.497,ns
final_timing,setup_viol,1,
final_layout,layout_top_cells,"inv_1 (37), dfxtp_1 (34), conb_1 (19), nor4_2 (11), nor4_1 (10)",
clock_tree,cts.sinks,34,
grt,grtUsageTotal,11.5,%
worst_setup_path,slowest_delay,0.28,ns
hold_path,hp-class,"reg2reg",
grt,grt_pass1_wl,3970,um
worst_setup_path,cp.required,1.92,ns
logic_synthesis,ys_types,27,
worst_setup_path,worstPathMaxFanout,1,
routing,avgRoutedWirePerCell,9.81,um
pwr,power,1230,uW
worst_setup_path,crit_chain,"buf_2",
final_timing,fin_ws,-0.00845,ns
routing,drt_first_pass_iters,4,
final_timing,grt_setup_unrepaired,"true",
final_layout,final_util,39.7,%
logic_synthesis,yosys-stat-area,1280,um2
final_layout,area_growth,25.4,%
final_timing,clock_skew,0.0157,ns
logic_synthesis,ys_seq_share,53.0,%
logic_synthesis,syn_inst,112,
final_timing,relSlewSlack,66.7,%
routing,drt_iter0_markers,57,
worst_setup_path,critPathSlowestCell,"dfxtp_1",
pwr,powerDensity,765,nW/um2
clock_tree,h-tree-depth,2,
routing,ant_nets,0,
logic_synthesis,postSynthAreaPerCell,11.5,um2
grt,overflow,0,
worst_setup_path,crit_family,"flip-flops",
grt,grt_max_degree,13,
routing,antenna_cells,0,
final_timing,hold_violations,0,
pwr,ir_drop,0.305,mV
clock_tree,cts_tree,"yes",
placement,hpwlAfterDp,1350,um
clock_tree,clk_pin_slew,0.03,ns
floorplanning,rows,23,
floorplanning,ios,2,
logic_synthesis,ys_cells,112,
[per-layer routing]
metal  vias up  wire length, um  track usage [%]
met5         -                0                0
met4         0               63             7.98
met3         7               83             4.79
met2        20              957             17.0
met1       445             1060             13.4
li1        507                -                -
[Yosys cell counts (2+ instances only)]
cell / n
buf_6: 2
dfxtp_1: 34
xnor2_1: 9
nor4_1: 10
and3_1: 2
nor2_1: 4
xor2_1: 2
nand4_1: 2
nor3_1: 2
inv_1: 4
nand2_1: 6
nand3_1: 9
or4_1: 2
nor4_2: 11
[kinds of logic (layout without fill, tap and decap cells)]
logic type	count (synthesis)	in the layout	share of synthesized area, %
AND/OR/NAND/NOR	51	51	29.1
flip-flops	34	34	53.0
XOR/XNOR	11	11	7.50
buffers and inverters	9	50	5.45
AND-OR/OR-AND	5	5	3.70
adder cells (fa/ha/maj)	1	1	0.974
other	1	19	0.292
[final cells by class]
cell class / count / area (um2) / share of cell area, %
tap: 50 / 62.6 / 3.88
clock inverter: 37 / 151 / 9.39
clock buffer: 5 / 68.8 / 4.27
inverter: 3 / 11.3 / 0.699
timing repair buffer: 5 / 35.0 / 2.17
sequential: 34 / 681 / 42.2
multi-input combinational: 87 / 602 / 37.3
[final timing paths]
| check | start | endpoint | slack (ns) | cells after the start |
|---|---|---|---|---|
| max | out_clk | out_clk | -0.008 | 1 |
| max reg2reg | count[21] | count[3] | 0.48 | 5 |
| min reg2reg | count[0] | count[0] | 0.50 | 1 |
| min | count[0] | count[0] | 0.50 | 1 |
[power by group]
part	switching (uW)	internal, uW	total [uW]
combinational	3.40	1.05	4.45
sequential	4.38	587	591
clock	355	282	637
[through the flow]
stage | area [um2] | hold WS, ns | worst slack [ns] | setup TNS [ns] | std cells
after floorplan | 1350 | 0.448 | 0.458 | 0 | 130
after global routing | 1610 | 0.526 | -0.0495 | -0.0495 | 221
after global placement | 1400 | 0.475 | -0.0174 | -0.0174 | 180
after detailed placement | 1400 | 0.486 | -0.0104 | -0.0104 | 180
after CTS | 1610 | 0.501 | -0.0206 | -0.0206 | 221
final | 1610 | 0.497 | -0.00845 | -0.00845 | 221
[sequential cells by signal, indices dropped and copies added, names as in the netlist]
| name | count |
|---|---|
| out_clk | 1 |
| count | 33 |
[what timing repair did]
action	CTS	global route
setup endpoints to repair	1	1
gates resized	3	0
endpoints found under the hold margin	0	0
gates cloned	0	0
No activity file was given, so power comes from the tool's default toggle rates.
